<file path="run.sh">
#!/bin/bash
# OpenROAD 26Q1-2900-gdf79404cd8, Yosys 0.63+post, stock flow scripts
make -C /OpenROAD-flow-scripts/flow DESIGN_CONFIG=/design/flow/config.mk WORK_HOME=/design/flow/orfs finish
</file>
<file path="config.mk">
export PLATFORM = sky130hd
export DESIGN_NAME = reg_group
export DESIGN_NICKNAME = reg_group
export VERILOG_FILES = /design/flow/design.v
export SDC_FILE = /design/flow/constraint.sdc
export NUM_CORES = 4
export LEC_CHECK = 1
export CORE_AREA = 10 10 111 111
export DIE_AREA = 0 0 121 121
</file>
<file path="constraint.sdc">
current_design reg_group

set clk_period 1.2
set clk_io_pct 0.2

create_clock -name clk0 -period $clk_period [get_ports {clk}]

set non_clock_inputs [all_inputs -no_clocks]
set_input_delay [expr $clk_period * $clk_io_pct] -clock clk0 $non_clock_inputs
set_output_delay [expr $clk_period * $clk_io_pct] -clock clk0 [all_outputs]
</file>
<file path="design.v">
module reg_group
(we,clk,sr,dr,i,s,d);
input we,clk;
input[7:0] i;
input[1:0] sr,dr;
output reg[7:0] s,d;
reg[7:0] r0=8'h00;
reg[7:0] r1=8'b10101010;
reg[7:0] r2=8'b00000000;
reg[7:0] r3=8'b00000111;
always @(*)
begin
case(sr)
2'b00:s=r0;
2'b01:s=r1;
2'b10:s=r2;
2'b11:s=r3;
default:s=r3;
endcase
case(dr)
2'b00:d=r0;
2'b01:d=r1;
2'b10:d=r2;
2'b11:d=r3;
default:d=r3;
endcase
end
always@(negedge clk)
begin
case({we,dr})
3'b100:r0<=i;
3'b101:r1<=i;
3'b110:r2<=i;
3'b111:r3<=i;
endcase
end
endmodule 
</file>
==> reports/results.tsv <==
stage	metric	value	unit
min_path	Hold Crit Class	input port to register	
drt	Vias	819	
yosys	Mapped Cells	57	
worst_setup_path	crit path kind	register to output pin	
drt	detailed-route vias per instance	3.14	
yosys	Cell area leaders	edfxtp_1, mux4_2, mux4_1, buf_6, and3b_2	
yosys	Dominant cell area share	68.7	%
run	Max Cap Viol	0	
yosys	Flops after synth	32	
worst_setup_path	CP cell instances	mux4_2 -> buf_2	
clocking	H-tree Lvls	2	
sta	Worst-Margin Slew	232	ps
worst_setup_path	crit path DRT	960	ps
yosys	syn avg cell area	24.5	um2
yosys	top cell type by instance count after synthesis	edfxtp_1	
clocking	Root Driver	clkbuf_8	
final_layout	FILL cells	1015	
drt	DRT antenna net count	0	
worst_setup_path	crit path launch type	register	
final_layout	area grow syn2layout	47.8	%
sta	final count of hold timing violations	0	
placed_design	total placed instance area	0.00191	mm2
placed_design	placed insts	223	
final_layout	Logic cell area	410	um2
final_layout	fraction of layout cells with a size suffix above 1	42.2	%
pwr	Lkg Pwr	0.828	nW
worst_setup_path	Crit-path slowest cell	mux4_2	
sta	worst relative slew slack	84.5	%
yosys	mapped cell area	0.00140	mm2
yosys	register area share after synthesis	68.7	%
die	Core ar.	0.00986	mm2
global_routing	largest net degree at the start of global routing	9	
yosys	flip-flops with a built-in enable	32	
global_routing	antenna violations before repair	0	
yosys	Synth async-reset ratio	0	%
sta	final worst slack	-970	ps
yosys	top cells by count	edfxtp_1, mux4_2, and3b_2, buf_6, mux4_1	
status	status	complete, but fails checks	
status	failing checks	negative setup slack	
clocking	clock buffer depth	2	
drt	Remaining DRCs	0	
die	die extent in y	121	um
sta	Max Slew Vio Count	0	
worst_setup_path	WP data arrival	1930	ps
drt	1st-iter DRT viols	47	
drt	DR WL/cell	12.6	um
placed_design	port bufs	29	
worst_setup_path	CP peak stage delay	490	ps
die	I/O Pins	30	
yosys	leading area contributor after synthesis	edfxtp_1	
sta	# setup viols final	48	
pwr	Peak VDD IR	484	uV
clocking	CTS buffer count	5	
die	fp_density	14.2	%
clocking	CTS Sinks	32	
die	DIE AREA	0.0146	mm2
run	OpenROAD warning count	60	
clocking	CTS clk-pin slew, worst paths	30	ps
yosys	Yosys chip area	0.00140	mm2
min_path	worst hold path cell count	1	
die	row count	36	
sta	Fin Setup TNS	-20730	ps
placed_design	pre-CTS WS	-983	ps
worst_setup_path	maximum fanout along the worst path	2	
sta	WHS	890	ps
sta	RSZ-0062 raised after global routing	true	
placed_design	HPWL after DPL	2.52	mm
yosys	post-synth cell types	10	
final_layout	Flop area	961	um2
pwr	post-layout power	2.67	mW
global_routing	Congestion Overflow GR	0	
pwr	power density cells	1290	mW/mm2
drt	drt pass-1 iters	3	
final_layout	final non-filler cell total	261	
die	die width	121	um
yosys	Primary FF master, synth	edfxtp_1	
drt	Total Routed Length	3.29	mm
placed_design	gpl congestion	0.780	
worst_setup_path	CP endpoint kind	output pin	
global_routing	first-pass GRT wire length	5.06	mm
drt	ant diodes	0	
global_routing	vias in the first global route	998	
clocking	CTS tree	yes	
yosys	Ys Warns	1	
final_layout	Core Util, Final	21.0	%
yosys	ys cells	57	
global_routing	gr usage total	4.63	%
final_layout	final instance area	0.00207	mm2
==> area by class of cell <==
type                            instances  share of cell area [%]
Clock inverter                         32                    5.81
Sequential cell                        32                    46.5
Timing Repair Buffer                   39                    16.5
Multi-Input combinational cell         20                    19.9
Tap cell                              133                    8.05
Clock buffer                            5                    3.33
==> cell usage in the layout (no fill, tap or decap), types with 2 or more instances in the layout <==
master / count
inv_1: 32
buf_2: 18
buf_4: 4
clkdlybuf4s50_1: 2
buf_6: 2
mux4_2: 16
clkbuf_8: 5
buf_12: 4
and3b_2: 2
edfxtp_1: 32
dlygate4sd2_1: 8
==> worst paths after layout <==
| check | slack [ps] | startpoint | to |
|---|---|---|---|
| worst max-delay path | -970 | r0[2]$_DFFE_NN_ | d[2] |
| worst min-delay path | 890 | i[7] | r2[7]$_DFFE_NN_ |
==> cells by family (layout without fill, tap and decap cells) <==
group	after synthesis	count (layout)	share of synthesized area (%)
buffers and inverters	5	76	2.50
muxes	16	16	26.3
DFF	32	32	68.7
and+or+nand+nor	4	4	2.50
==> per-layer routing <==
metal  up-vias  wire [um]  GRT usage (%)
li1        395          -              -
met1       393       1350           4.80
met2        27       1630           7.45
met3         4        281           3.12
met4         0         32           1.43
met5         -          0              0
==> flip-flops by register name (all words and copies together), names as in the netlist <==
name and count:
r3 8, r2 8, r1 8, r0 8
==> power breakdown <==
| part | internal (mW) | switching, mW |
|---|---|---|
| Combinational | 0.188 | 0.106 |
| Clock | 0.513 | 0.544 |
| Sequential | 1.30 | 0.0220 |
| Total | 2.00 | 0.672 |
==> critical path: cells and delay by family (launching register included) <==
kind | cells | cell delay (ps)
DFF | 1 | 380
buffers and inverters | 1 | 130
muxes | 1 | 490
==> what timing repair did <==
| action | 4_1_cts | 5_1_grt |
|---|---|---|
| gates cloned | 1 | 0 |
| gates resized | 79 | 1 |
| buffers inserted | 1 | 0 |
| hold buffers | 0 | 0 |
| endpoints found under the setup margin | 80 | 48 |
| pin swaps | 2 | 0 |
Power is estimated from default activity; no workload was simulated.
