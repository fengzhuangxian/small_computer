File: flow/design.v
module sp(pp,ph,sm,clk,ad);
input pp, ph,clk,sm;
output [7:0] ad;
reg [7:0] top=8'hFF;
reg [7:0] air=8'hFE;
always @(posedge clk)
begin
	if(ph==1'b1&&sm==1'b0)
	begin
	top<=top-8'h01;
	air<=air-8'h01;
	end;
	if(pp==1'b1&&sm==1'b0)
	begin
	top<=top+8'h01;
	air<=air+8'h01;
	end;
end
assign ad=ph?air:
			pp?top:
			8'hzz;
endmodule
File: flow/run.sh
#!/bin/bash
# OpenROAD 26Q1-2900-gdf79404cd8, Yosys 0.63+post, stock flow scripts
make -C /OpenROAD-flow-scripts/flow DESIGN_CONFIG=/design/flow/config.mk WORK_HOME=/design/flow/orfs finish
File: flow/config.mk
export PLATFORM = sky130hd
export DESIGN_NAME = sp
export DESIGN_NICKNAME = sp
export VERILOG_FILES = /design/flow/design.v
export SDC_FILE = /design/flow/constraint.sdc
export NUM_CORES = 4
export LEC_CHECK = 1
export CORE_AREA = 10 10 97 97
export DIE_AREA = 0 0 107 107
File: flow/constraint.sdc
current_design sp

set clk_period 5.5
set clk_io_pct 0.2

create_clock -name clk0 -period $clk_period [get_ports {clk}]

set non_clock_inputs [all_inputs -no_clocks]
set_input_delay [expr $clk_period * $clk_io_pct] -clock clk0 $non_clock_inputs
set_output_delay [expr $clk_period * $clk_io_pct] -clock clk0 [all_outputs]
==> results.json <==
{
  "outcome": "finished, final reports clean",
  "drt_iter0_drc": 29,
  "switching_share": 0.305,
  "grt_pass1_vias": 726,
  "whs_ns": 0.643,
  "cts.clk_slew.worst_paths_ns": 0.07,
  "yosys_warnings": 2,
  "powerDensity_nw_per_um2": 365,
  "pwr-share-comb": 0.427,
  "tns_ns": 0,
  "rr_worst_depth": 5,
  "report.final.setup_viol": 0,
  "antenna_found_initial": 0,
  "hold_end": "top[0]",
  "min_path_cells": 1,
  "drive_above_1_share": 0.142,
  "use_met3": 0.0194,
  "warnings": 25,
  "hold_class": "flop to flop",
  "power_frac_seq": 0.397,
  "period_needed_ns": 3.74,
  "startpoint_type": "primary input",
  "pre_cts_ws_ns": 1.75,
  "final_core_util": 0.189,
  "required_ns": 4.40,
  "htreeDepth": 1,
  "reg2reg_from": "top[0]",
  "vias_per_cell": 3.43,
  "worstHoldStart": "top[0]",
  "crit_path_max_fanout": 10,
  "synthArstFlopShare": 0,
  "cts_buffers": 3,
  "synth.avg_cell_area_sq_um": 12.0,
  "core_sq_um": 7290,
  "cts_hold_buf": 0,
  "r2r_end": "top[6]",
  "cts_setup_buffers": 0,
  "gp_congestion": 0.744,
  "power_switching_w": 0.000153,
  "ff_type": "edfxtp_1",
  "clock_skew_ns": 0.00694,
  "finalMaxSlewViolations": 0,
  "max_clock_freq_mhz": 267,
  "reg2reg_slack_ns": 3.71,
  "seqCellArea_sq_um": 480,
  "irDropWorstVdd_mv": 0.0968,
  "clock-sinks": 16,
  "port_buffers": 11,
  "crit_type": "primary input to primary output",
  "die_y_um": 107,
  "num-fill-cells": 815,
  "drv_cap": 0,
  "worst_slack_ns": 1.76,
  "final-hold-violation-count": 0,
  "syn_area_sq_um": 1090,
  "finalCritPeriodShare": 0.681,
  "stdcell_count": 205,
  "drt_pass1_iterations": 2,
  "post_drt_wl_per_cell_um": 9.79,
  "pin_count": 12,
  "grt_usage": 0.0370,
  "ys_chip_area_sq_um": 1090,
  "clockRootBuffer": "clkbuf_8",
  "power.leakage_nw": 0.480,
  "antenna-diode-count": 0,
  "p_int_w": 0.000349,
  "grt_max_degree": 17,
  "worst_ep_arrival_time_ns": 2.64,
  "place_inst": 201,
  "synth_cell_type_count": 20,
  "ctsResizeCount": 0,
  "worst_setup_path_end_kind": "primary output",
  "cts.path.max_buffers": 2,
  "ys_seq_share": 0.439,
  "busiest_layer": "met2",
  "gr-total-overflow": 0,
  "edf_count": 16,
  "routed_wl_um": 2010,
  "die_w_um": 107,
  "worst_pin_slew_ns": 0.752,
  "ys.flops": 16,
  "clock_latency_ns": 0.25,
  "grtUsageMet2": 0.0531,
  "drc_errors": 0,
  "syn_inst": 91,
  "grt_setup_unrepaired": "false",
  "routed-via-count": 704,
  "hpwl_um": 1540,
  "syn2layout_area_growth_pct": 25.7,
  "ant_nets": 0,
  "yosys-stat-cells": 91,
  "slew_headroom": 0.498,
  "grt_pass1_wl_um": 3450,
  "die_area_sq_um": 11400,
  "power_frac_clock": 0.176,
  "cts_tree": "built",
  "met1_usage": 0.0510,
  "fp_util": 0.150,
  "comb_area_sq_um": 594,
  "std_cell_rows": 31
}
## how the worst max path moves through the flow
stage | cells after the start | slack [ns] | endpoint | startpoint
4_1_cts | 3 | 1.73 | ad[5] | ph
5_1_grt | 3 | 1.67 | ad[5] | ph
6_report | 3 | 1.76 | ad[6] | ph
## cell type report
type                            count  share of cell area
Multi-Input combinational cell     70               0.432
Timing Repair Buffer               12              0.0855
Sequential cell                    16               0.349
Clock buffer                        3              0.0300
Tap cell                           99              0.0900
Clock inverter                      1             0.00273
Inverter                            4              0.0109
## metal layers
layer / wire length, um / vias up
li1: - / 366
met5: 0 / -
met2: 752 / 14
met3: 188 / 2
met1: 1050 / 322
met4: 12 / 0
## worst max-delay path, stage by stage
cell,delay [ns]
clkdlybuf4s50_1,0.71
mux2_2,0.40
clkdlybuf4s50_1,0.43
## cells in the mapped netlist (4+ instances only)
cell | number | area [sq um]
nand2_1 | 7 | 26.3
inv_1 | 4 | 15.0
xor2_1 | 4 | 35.0
nor2_1 | 4 | 15.0
ha_1 | 12 | 150
edfxtp_1 | 16 | 480
a21oi_1 | 8 | 40.0
xnor2_1 | 10 | 87.6
mux2_2 | 7 | 78.8
## cells by family (layout without fill, tap and decap cells)
| kind of cell | after synthesis | count (layout) | share of synthesized area |
|---|---|---|---|
| muxes | 7 | 7 | 0.0720 |
| xor gates and xnor gates | 14 | 14 | 0.112 |
| and+or+nand+nor | 14 | 14 | 0.0549 |
| AOI/OAI and AO/OA | 21 | 21 | 0.130 |
| adders and majority gates | 14 | 14 | 0.174 |
| DFF | 16 | 16 | 0.439 |
| buffers and inverters | 5 | 20 | 0.0183 |
## registers in the layout, indices dropped and copies added, names as in the netlist
signal and cells:
air 8, top 8
## layout by cell type, fill, tap and decap left out
cell             Yosys  final
clkinv_1             0      1
nor2b_1              2      2
clkbuf_8             0      3
o21ai_1              2      2
o31ai_2              2      2
o21a_1               2      2
xor2_1               4      4
a21oi_1              8      8
fa_1                 2      2
o211ai_1             2      2
inv_1                4      4
nor2_1               4      4
nand2b_1             1      1
ha_1                12     12
buf_4                0      1
mux2_2               7      7
xnor2_1             10     10
a21oi_2              2      2
a21o_1               2      2
edfxtp_1            16     16
clkdlybuf4s50_1      0     11
nand2_1              7      7
o21ai_0              1      1
## per-stage QoR
stage / power [W] / cell area (sq um)
detailed placement: 0.000419 / 1330
global placement: 0.000420 / 1330
CTS: 0.000513 / 1380
finish: 0.000502 / 1380
global route: 0.000552 / 1380
floorplan: 0.000353 / 1090
## power by group through the flow
stage | Sequential [W] | Clock [W] | Combinational (W)
after global routing | 0.000204 | 0.000102 | 0.000246
after CTS | 0.000200 | 0.0000936 | 0.000219
final | 0.000199 | 0.0000883 | 0.000215
Power and IR drop assume default switching activity.
